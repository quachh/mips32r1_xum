==> /design/flow/design.v <==
`timescale 1ns / 1ps
module IDEX_Stage(
    input  clock,
    input  reset,
    input  ID_Flush,
    input  ID_Stall,
    input  EX_Stall,
    input  ID_Link,
    input  ID_RegDst,
    input  ID_ALUSrcImm,
    input  [4:0] ID_ALUOp,
    input  ID_Movn,
    input  ID_Movz,
    input  ID_LLSC,
    input  ID_MemRead,
    input  ID_MemWrite,
    input  ID_MemByte,
    input  ID_MemHalf,
    input  ID_MemSignExtend,
    input  ID_Left,
    input  ID_Right,
    input  ID_RegWrite,
    input  ID_MemtoReg,
    input  ID_ReverseEndian,
    input  [4:0] ID_Rs,
    input  [4:0] ID_Rt,
    input  ID_WantRsByEX,
    input  ID_NeedRsByEX,
    input  ID_WantRtByEX,
    input  ID_NeedRtByEX,
    input  ID_KernelMode,
    input  [31:0] ID_RestartPC,
    input  ID_IsBDS,
    input  ID_Trap,
    input  ID_TrapCond,
    input  ID_EX_CanErr,
    input  ID_M_CanErr,
    input  [31:0] ID_ReadData1,
    input  [31:0] ID_ReadData2,
    input  [16:0] ID_SignExtImm,  
    output reg EX_Link,
    output [1:0] EX_LinkRegDst,
    output reg EX_ALUSrcImm,
    output reg [4:0] EX_ALUOp,
    output reg EX_Movn,
    output reg EX_Movz,
    output reg EX_LLSC,
    output reg EX_MemRead,
    output reg EX_MemWrite,
    output reg EX_MemByte,
    output reg EX_MemHalf,
    output reg EX_MemSignExtend,
    output reg EX_Left,
    output reg EX_Right,
    output reg EX_RegWrite,
    output reg EX_MemtoReg,
    output reg EX_ReverseEndian,
    output reg [4:0]  EX_Rs,
    output reg [4:0]  EX_Rt,
    output reg EX_WantRsByEX,
    output reg EX_NeedRsByEX,
    output reg EX_WantRtByEX,
    output reg EX_NeedRtByEX,
    output reg EX_KernelMode,
    output reg [31:0] EX_RestartPC,
    output reg EX_IsBDS,
    output reg EX_Trap,
    output reg EX_TrapCond,
    output reg EX_EX_CanErr,
    output reg EX_M_CanErr,
    output reg [31:0] EX_ReadData1,
    output reg [31:0] EX_ReadData2,
    output [31:0] EX_SignExtImm,
    output [4:0]      EX_Rd,
    output [4:0]      EX_Shamt
    );
    reg [16:0] EX_SignExtImm_pre;
    reg EX_RegDst;
    assign EX_LinkRegDst = (EX_Link) ? 2'b10 : ((EX_RegDst) ? 2'b01 : 2'b00);   
    assign EX_Rd = EX_SignExtImm[15:11];
    assign EX_Shamt = EX_SignExtImm[10:6];
    assign EX_SignExtImm = (EX_SignExtImm_pre[16]) ? {15'h7fff, EX_SignExtImm_pre[16:0]} : {15'h0000, EX_SignExtImm_pre[16:0]};
    always_ff @(posedge clock) begin
        EX_Link           <= (reset) ? 1'b0  : ((EX_Stall) ? EX_Link                                          : ID_Link);
        EX_RegDst         <= (reset) ? 1'b0  : ((EX_Stall) ? EX_RegDst                                        : ID_RegDst);
        EX_ALUSrcImm      <= (reset) ? 1'b0  : ((EX_Stall) ? EX_ALUSrcImm                                     : ID_ALUSrcImm);
        EX_ALUOp          <= (reset) ? 5'b0  : ((EX_Stall) ? EX_ALUOp         : ((ID_Stall | ID_Flush) ? 5'b0 : ID_ALUOp));
        EX_Movn           <= (reset) ? 1'b0  : ((EX_Stall) ? EX_Movn                                          : ID_Movn);
        EX_Movz           <= (reset) ? 1'b0  : ((EX_Stall) ? EX_Movz                                          : ID_Movz);
        EX_LLSC           <= (reset) ? 1'b0  : ((EX_Stall) ? EX_LLSC                                          : ID_LLSC);
        EX_MemRead        <= (reset) ? 1'b0  : ((EX_Stall) ? EX_MemRead       : ((ID_Stall | ID_Flush) ? 1'b0 : ID_MemRead));
        EX_MemWrite       <= (reset) ? 1'b0  : ((EX_Stall) ? EX_MemWrite      : ((ID_Stall | ID_Flush) ? 1'b0 : ID_MemWrite));
        EX_MemByte        <= (reset) ? 1'b0  : ((EX_Stall) ? EX_MemByte                                       : ID_MemByte);
        EX_MemHalf        <= (reset) ? 1'b0  : ((EX_Stall) ? EX_MemHalf                                       : ID_MemHalf);
        EX_MemSignExtend  <= (reset) ? 1'b0  : ((EX_Stall) ? EX_MemSignExtend                                 : ID_MemSignExtend);
        EX_Left           <= (reset) ? 1'b0  : ((EX_Stall) ? EX_Left                                          : ID_Left);
        EX_Right          <= (reset) ? 1'b0  : ((EX_Stall) ? EX_Right                                         : ID_Right);
        EX_RegWrite       <= (reset) ? 1'b0  : ((EX_Stall) ? EX_RegWrite      : ((ID_Stall | ID_Flush) ? 1'b0 : ID_RegWrite));
        EX_MemtoReg       <= (reset) ? 1'b0  : ((EX_Stall) ? EX_MemtoReg                                      : ID_MemtoReg);
        EX_ReverseEndian  <= (reset) ? 1'b0  : ((EX_Stall) ? EX_ReverseEndian                                 : ID_ReverseEndian);
        EX_RestartPC      <= (reset) ? 32'b0 : ((EX_Stall) ? EX_RestartPC                                     : ID_RestartPC);
        EX_IsBDS          <= (reset) ? 1'b0  : ((EX_Stall) ? EX_IsBDS                                         : ID_IsBDS);
        EX_Trap           <= (reset) ? 1'b0  : ((EX_Stall) ? EX_Trap          : ((ID_Stall | ID_Flush) ? 1'b0 : ID_Trap));
        EX_TrapCond       <= (reset) ? 1'b0  : ((EX_Stall) ? EX_TrapCond                                      : ID_TrapCond);
        EX_EX_CanErr      <= (reset) ? 1'b0  : ((EX_Stall) ? EX_EX_CanErr     : ((ID_Stall | ID_Flush) ? 1'b0 : ID_EX_CanErr));
        EX_M_CanErr       <= (reset) ? 1'b0  : ((EX_Stall) ? EX_M_CanErr      : ((ID_Stall | ID_Flush) ? 1'b0 : ID_M_CanErr));
        EX_ReadData1      <= (reset) ? 32'b0 : ((EX_Stall) ? EX_ReadData1                                     : ID_ReadData1);
        EX_ReadData2      <= (reset) ? 32'b0 : ((EX_Stall) ? EX_ReadData2                                     : ID_ReadData2);
        EX_SignExtImm_pre <= (reset) ? 17'b0 : ((EX_Stall) ? EX_SignExtImm_pre                                : ID_SignExtImm);
        EX_Rs             <= (reset) ? 5'b0  : ((EX_Stall) ? EX_Rs                                            : ID_Rs);
        EX_Rt             <= (reset) ? 5'b0  : ((EX_Stall) ? EX_Rt                                            : ID_Rt);
        EX_WantRsByEX     <= (reset) ? 1'b0  : ((EX_Stall) ? EX_WantRsByEX    : ((ID_Stall | ID_Flush) ? 1'b0 : ID_WantRsByEX));
        EX_NeedRsByEX     <= (reset) ? 1'b0  : ((EX_Stall) ? EX_NeedRsByEX    : ((ID_Stall | ID_Flush) ? 1'b0 : ID_NeedRsByEX));
        EX_WantRtByEX     <= (reset) ? 1'b0  : ((EX_Stall) ? EX_WantRtByEX    : ((ID_Stall | ID_Flush) ? 1'b0 : ID_WantRtByEX));
        EX_NeedRtByEX     <= (reset) ? 1'b0  : ((EX_Stall) ? EX_NeedRtByEX    : ((ID_Stall | ID_Flush) ? 1'b0 : ID_NeedRtByEX));
        EX_KernelMode     <= (reset) ? 1'b0  : ((EX_Stall) ? EX_KernelMode                                    : ID_KernelMode);
    end
endmodule
==> /design/flow/run.sh <==
#!/bin/bash
# OpenROAD 26Q1-2900-gdf79404cd8, Yosys 0.63+post, stock flow scripts
make -C /OpenROAD-flow-scripts/flow DESIGN_CONFIG=/design/flow/config.mk WORK_HOME=/design/flow/orfs finish
==> /design/flow/config.mk <==
export PLATFORM = sky130hd
export DESIGN_NAME = IDEX_Stage
export DESIGN_NICKNAME = IDEX_Stage
export VERILOG_FILES = /design/flow/design.v
export SDC_FILE = /design/flow/constraint.sdc
export NUM_CORES = 4
export LEC_CHECK = 1
export CORE_UTILIZATION = 30
==> /design/flow/constraint.sdc <==
current_design IDEX_Stage

set clk_period 1.0
set clk_io_pct 0.2

create_clock -name clk0 -period $clk_period [get_ports {clock}]

set non_clock_inputs [all_inputs -no_clocks]
set_input_delay [expr $clk_period * $clk_io_pct] -clock clk0 $non_clock_inputs
set_output_delay [expr $clk_period * $clk_io_pct] -clock clk0 [all_outputs]
==> impl_metrics.py <==
# Metrics from the implementation run
metrics = {
    "sta": {
        "max_freq_mhz": 761,
        "hold_viol": 0,
        "fin_hold_ws_ps": 172,
        "slew_headroom": 0.822,
        "finalClockPeriodUsage": 1.31,
        "grt_setup_unrepaired": "yes",
        "setup_violations": 180,
        "finalWorstSetupSlack_ps": -314,
        "worst_pin_slew_ps": 267,
        "min_period_ps": 1310,
        "maxSlewViolCount": 0,
        "clock_skew_ps": 0,
    },
    "power": {
        "swShare": 0.241,
        "powerDensity_nw_per_um2": 1580,
        "clockPowerShare": 0.420,
        "power.switching_mw": 3.66,
        "leakage_nw": 4.64,
        "seqPwrFrac": 0.442,
        "p_comb_frac": 0.138,
        "peakVddDrop_mv": 1.46,
        "p_int_mw": 11.5,
    },
    "cts": {
        "cts_buffers": 17,
        "root_buffer": "clkbuf_16",
        "htreeDepth": 4,
        "clockBufferDepth": 2,
        "clkLatencyLatePin_ps": 410,
        "cts_tree": "done",
        "clock-sinks": 154,
        "cts.clk_slew.worst_paths_ps": 60,
    },
    "floorplanning": {
        "fp.dieArea_um2": 19500,
        "rows": 49,
        "fp_util": 0.310,
        "die_h_um": 139,
        "die_w_um": 139,
        "core_area_um2": 18300,
        "top_level_ports": 339,
    },
    "synth": {
        "syn_inst": 542,
        "yosys_area_um2": 5670,
        "area_leaders": "dfxtp_1 (54%), mux2i_1 (25%), nor2_1 (9.2%), buf_4 (4.0%), or4b_1 (2.6%)",
        "ys_types": 12,
        "postSynthAreaPerCell_um2": 10.5,
        "ys_cells": 542,
        "ys.flops": 154,
        "syn_area_um2": 5670,
        "synth.yosys.warnings": 1,
        "largest_area_cell": "dfxtp_1",
        "yosys.area.top_type_share": 0.544,
        "ys_seq_frac": 0.544,
    },
    "drt": {
        "dr.pass1.iters": 4,
        "remaining_drc_errors": 0,
        "drt_iter0_drc": 122,
        "antenna_left": 0,
        "routed_wl_mm": 17.7,
        "vias": 4948,
        "via_per_inst": 4.39,
        "wire_per_inst_um": 15.7,
    },
    "grt": {
        "grt_pass1_vias": 4963,
        "gr-total-overflow": 0,
        "antenna_found_initial": 1,
        "grt_pass1_wl_mm": 27.4,
        "grt_usage": 0.184,
        "grt_max_degree": 60,
    },
    "flow_run": {
        "warning_count": 28,
        "cap_violations": 0,
    },
    "critical_path": {
        "cp-end-kind": "output port",
        "path_class": "flop to output port",
        "crit_required_ps": 800,
        "critPathLaunchType": "flop",
        "worstPathMaxFanout": 5,
        "arrival_ps": 1110,
    },
    "layout": {
        "drive_above_1_share": 0.467,
        "mi_logic_area_um2": 2200,
        "final_cells": 1128,
        "regArea_um2": 3280,
        "area.growth.synth_to_final_pct": 69.3,
        "final_cell_area_um2": 9600,
        "fill_cells": 1568,
    },
    "worst_hold_path": {
        "min_path_type": "input port to flop",
    },
    "place": {
        "io_buffers": 338,
        "place.gp.congestion": 0.771,
        "hpwl_mm": 12.3,
        "place_area_um2": 9180,
        "place_inst": 1060,
    },
    "run_status": {
        "violations": "negative setup slack",
        "outcome": "finished, violations left",
    },
}
cell families (layout without fill, tap and decap cells):
logic type	count (synthesis)	in the layout	share of synthesized area
flip-flops	154	154	0.544
other	0	1	0
AND/OR/NAND/NOR	170	170	0.130
multiplexers	139	139	0.245
buffers and inverters	64	420	0.0680
AND-OR/OR-AND	15	15	0.0132
final timing paths:
path | startpoint | end | slack, ps | cells past startpoint
worst max-delay path | EX_SignExtImm_pre[16]$_SDFFE_PP0N_ | EX_SignExtImm[26] | -310 | 3
worst min-delay path | EX_Stall | EX_RegWrite$_SDFFE_PP0N_ | 170 | 3
worst min register to register | EX_ALUOp[2]$_SDFFE_PP0N_ | EX_ALUOp[2]$_SDFFE_PP0N_ | 460 | 2
worst max register to register | EX_SignExtImm_pre[14]$_SDFFE_PP0N_ | EX_SignExtImm_pre[14]$_SDFFE_PP0N_ | 30 | 5
routing by layer:
metal / track usage / vias to the layer above / routed length (um)
li1: - / 2468 / -
met1: 0.238 / 2262 / 7340
met2: 0.313 / 210 / 8510
met3: 0.0635 / 8 / 1690
met4: 0.0140 / 0 / 126
met5: 0 / - / 0
critical path, cell delays in order, from the launching register on:
cell     delay [ps]
dfxtp_4         360
buf_12          120
buf_8           120
buf_2           100
cell type report:
class | count | area share
Multi-Input combinational cell | 324 | 0.230
Clock buffer | 18 | 0.0458
Clock inverter | 14 | 0.0158
Sequential cell | 154 | 0.342
Timing Repair Buffer | 388 | 0.337
Tap cell | 229 | 0.0299
Antenna cell | 1 | 0.000261
what timing repair did:
item	4_1_cts	5_1_grt
setup endpoints to repair	195	183
pin swaps	0	1
cloned	3	0
hold buffers	0	0
gates resized	755	23
setup buffers	26	9
cell usage after synthesis:
library cell and n:
mux2i_1 139, buf_4 30, buf_6 2, nor2b_1 1, clkbuf_1 17, or4b_1 15
buf_2 14, nand2_1 15, a21oi_1 15, dfxtp_1 154, nor2_1 139, buf_1 1
registers in the layout, indices dropped and copies added (netlist names), 5 cells and up:
name               count
EX_Rs                  5
EX_ReadData2          32
EX_RestartPC          32
EX_ReadData1          32
EX_SignExtImm_pre     17
EX_ALUOp               5
EX_Rt                  5
stage by stage:
stage | setup TNS (ps) | setup slack, ps | power [mW] | utilization
after floorplan | -3720 | -69.5 | 7.49 | -
after global placement | -22480 | -525 | 9.02 | 0.502
after detailed placement | -24910 | -542 | 9.05 | 0.502
after CTS | -18440 | -446 | 15.3 | 0.519
after global routing | -19490 | -361 | 15.9 | 0.525
final | -12530 | -314 | 15.2 | 0.525
power by group through the flow:
stage                 clock, mW  combinational (mW)  sequential, mW
after global routing       6.82                2.29            6.76
final                      6.38                2.09            6.72
after CTS                  6.56                2.07            6.72
cell usage in the layout, fill, tap and decap left out:
master	n
bufinv_16	1
buf_2	153
nor2_1	139
clkinvlp_4	2
buf_8	2
clkbuf_16	17
or4b_1	15
dfxtp_2	151
buf_6	44
a21oi_2	1
inv_6	4
nand2_1	15
diode_2	1
clkbuf_8	2
buf_4	22
a21oi_1	14
inv_8	4
buf_12	10
nor2b_1	1
dfxtp_4	3
dlygate4sd2_1	2
clkdlybuf4s50_1	154
clkinv_4	3
mux2i_1	139
Power is estimated from default activity; no workload was simulated.
