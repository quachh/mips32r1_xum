--- ./design.v ---
`timescale 1ns / 1ps
module EXMEM_Stage(
    input  clock,
    input  reset,
    input  EX_Flush,
    input  EX_Stall,
    input  M_Stall,
    input  EX_Movn,
    input  EX_Movz,
    input  EX_BZero,
    input  EX_RegWrite,   
    input  EX_MemtoReg,   
    input  EX_ReverseEndian,
    input  EX_LLSC,
    input  EX_MemRead,
    input  EX_MemWrite,
    input  EX_MemByte,
    input  EX_MemHalf,
    input  EX_MemSignExtend,
    input  EX_Left,
    input  EX_Right,
    input  EX_KernelMode,
    input  [31:0] EX_RestartPC,
    input  EX_IsBDS,
    input  EX_Trap,
    input  EX_TrapCond,
    input  EX_M_CanErr,
    input  [31:0] EX_ALU_Result,
    input  [31:0] EX_ReadData2,
    input  [4:0]  EX_RtRd,
    output reg M_RegWrite,
    output reg M_MemtoReg,
    output reg M_ReverseEndian,
    output reg M_LLSC,
    output reg M_MemRead,
    output reg M_MemWrite,
    output reg M_MemByte,
    output reg M_MemHalf,
    output reg M_MemSignExtend,
    output reg M_Left,
    output reg M_Right,
    output reg M_KernelMode,
    output reg [31:0] M_RestartPC,
    output reg M_IsBDS,
    output reg M_Trap,
    output reg M_TrapCond,
    output reg M_M_CanErr,
    output reg [31:0] M_ALU_Result,
    output reg [31:0] M_ReadData2,
    output reg [4:0]  M_RtRd
    );
    wire MovcRegWrite = (EX_Movn & ~EX_BZero) | (EX_Movz & EX_BZero);
    always_ff @(posedge clock) begin
        M_RegWrite      <= (reset) ? 1'b0  : ((M_Stall) ? M_RegWrite      : ((EX_Stall | EX_Flush) ? 1'b0 : EX_RegWrite));
        M_RegWrite      <= (reset) ? 1'b0  : ((M_Stall) ? M_RegWrite      : ((EX_Stall | EX_Flush) ? 1'b0 : ((EX_Movn | EX_Movz) ? MovcRegWrite : EX_RegWrite)));
        M_MemtoReg      <= (reset) ? 1'b0  : ((M_Stall) ? M_MemtoReg                                      : EX_MemtoReg);
        M_ReverseEndian <= (reset) ? 1'b0  : ((M_Stall) ? M_ReverseEndian                                 : EX_ReverseEndian);
        M_LLSC          <= (reset) ? 1'b0  : ((M_Stall) ? M_LLSC                                          : EX_LLSC);
        M_MemRead       <= (reset) ? 1'b0  : ((M_Stall) ? M_MemRead       : ((EX_Stall | EX_Flush) ? 1'b0 : EX_MemRead));
        M_MemWrite      <= (reset) ? 1'b0  : ((M_Stall) ? M_MemWrite      : ((EX_Stall | EX_Flush) ? 1'b0 : EX_MemWrite));
        M_MemByte       <= (reset) ? 1'b0  : ((M_Stall) ? M_MemByte                                       : EX_MemByte);
        M_MemHalf       <= (reset) ? 1'b0  : ((M_Stall) ? M_MemHalf                                       : EX_MemHalf);
        M_MemSignExtend <= (reset) ? 1'b0  : ((M_Stall) ? M_MemSignExtend                                 : EX_MemSignExtend);
        M_Left          <= (reset) ? 1'b0  : ((M_Stall) ? M_Left                                          : EX_Left);
        M_Right         <= (reset) ? 1'b0  : ((M_Stall) ? M_Right                                         : EX_Right);
        M_KernelMode    <= (reset) ? 1'b0  : ((M_Stall) ? M_KernelMode                                    : EX_KernelMode);
        M_RestartPC     <= (reset) ? 32'b0 : ((M_Stall) ? M_RestartPC                                     : EX_RestartPC);
        M_IsBDS         <= (reset) ? 1'b0  : ((M_Stall) ? M_IsBDS                                         : EX_IsBDS);
        M_Trap          <= (reset) ? 1'b0  : ((M_Stall) ? M_Trap          : ((EX_Stall | EX_Flush) ? 1'b0 : EX_Trap));
        M_TrapCond      <= (reset) ? 1'b0  : ((M_Stall) ? M_TrapCond                                      : EX_TrapCond);
        M_M_CanErr      <= (reset) ? 1'b0  : ((M_Stall) ? M_M_CanErr      : ((EX_Stall | EX_Flush) ? 1'b0 : EX_M_CanErr));
        M_ALU_Result    <= (reset) ? 32'b0 : ((M_Stall) ? M_ALU_Result                                    : EX_ALU_Result);
        M_ReadData2     <= (reset) ? 32'b0 : ((M_Stall) ? M_ReadData2                                     : EX_ReadData2);
        M_RtRd          <= (reset) ? 5'b0  : ((M_Stall) ? M_RtRd                                          : EX_RtRd);
    end
endmodule
--- ./config.mk ---
export PLATFORM = sky130hd
export DESIGN_NAME = EXMEM_Stage
export DESIGN_NICKNAME = EXMEM_Stage
export VERILOG_FILES = /design/flow/design.v
export SDC_FILE = /design/flow/constraint.sdc
export NUM_CORES = 4
export LEC_CHECK = 1
export CORE_UTILIZATION = 40
--- ./constraint.sdc ---
current_design EXMEM_Stage

set clk_period 1.1
set clk_io_pct 0.2

create_clock -name clk0 -period $clk_period [get_ports {clock}]

set non_clock_inputs [all_inputs -no_clocks]
set_input_delay [expr $clk_period * $clk_io_pct] -clock clk0 $non_clock_inputs
set_output_delay [expr $clk_period * $clk_io_pct] -clock clk0 [all_outputs]
--- ./run.sh ---
#!/bin/bash
# OpenROAD 26Q1-2900-gdf79404cd8, Yosys 0.63+post, stock flow scripts
make -C /OpenROAD-flow-scripts/flow DESIGN_CONFIG=/design/flow/config.mk WORK_HOME=/design/flow/orfs finish
==> run notes <==
The tools report the number of fill cells as 801. The detailed router finished its first iteration with 109 violations. The least setup slack across all paths after layout is -0.0434 ns.

The tools report the endpoint class of the critical path as a primary output. TritonCTS built the clock tree. The worst setup path is launched from a register. For the first-pass GRT wire length, the log shows 17.7 mm.

The flow ran to the end, but the final reports show violations. The logs give 0.49 ns for the clock insertion delay at the later pin of the skew report and 0.00165 mm^2 for the multi-input logic area. The core region is 0.0103 mm^2.

Setup repair after global routing could not meet its margin everywhere. The run gives 0.875 GHz as the upper clock frequency limit. By area the synthesized netlist is led by dfxtp_1, mux2i_1, nor2_1, buf_8, buf_4. After clock tree synthesis, the flow added hold-fix buffers numbering 0. The slew at the pin with the worst max-slew slack works out to 0.372 ns.

For this design, the slowest cell found on the critical path is dfxtp_2. Max-cap violations in this run came to 0. The count of nets left with antenna violations once routing finished came out at 0.

Family with the most delay on the worst path: flip-flops. In this run the tools logged warnings totalling 28. Synthesis warning total: 1. The path category of the worst min-delay check is in2reg. For this run, the number of standard cells in the final layout without fillers is 795.

During I/O placement, the number of pins put on the boundary was 242. The number of antenna repair diodes was 0; the maximum number of pins on one net before global-route repair was 27. Input and output buffers added on the ports amount to 241. Per the final timing report, the hold violations number 0. The tools report the overall overflow remaining after global route as 0. The setup skew after layout was 0 ns. Once detailed placement completed, the half-perimeter wirelength came to 8.06 mm. The tools report the utilization after layout as 68.3%. After synthesis, the design contains 388 cells according to Yosys.

With the area enclosed by the die boundary at 0.0109 mm^2, the peak per-stage delay on the critical path is 0.32 ns. The clock root buffer is clkbuf_8. The number of different library cells used by synthesis comes to 14. The leakage power total was 3.43 nW.

The registers of the reported paths see a clock transition of 0.06 ns. The run gives 11.2 mm for the routed wire length. The cell type with the largest total area after synthesis is dfxtp_1. The clock net in this run drives a total of 117 sinks. In this run the power density over the cells is 1550 mW/mm^2. The tools report the share of synthesized area occupied by flip-flops and latches as 55.6%. The minimum clock period is 1.14 ns, and the H-tree depth is 4. Synthesis handed over a netlist of 388 instances. After synthesis, the largest area contributor takes up 55.6% of total cell area. TritonRoute reported its final design rule violation total as 0. The run gives 754 as the cell count after placement.

The arrival time of data at the worst endpoint is listed as 0.92 ns. Yosys reports a chip area of 0.00421 mm^2. Yosys reported a register bit count of 117. With the number of global-route vias before repair at 3,526, the first-pass detailed-route iteration total is 5. Overall fraction of global-route tracks in use: 21.0%. The post-route netlist has 44.3% of its cells at a drive strength greater than 1. The path type of the worst setup path is reg2out. The logs give 37 for the site row count and 0.789 for the final weighted congestion in routability-driven placement. The floorplan core density was 41.0%; the floorplan die height was 105 um. The final timing report counts setup violations totalling 117.

CTS reports a maximum clock tree buffer depth of 2. Detailed routing inserted a total of 3,611 vias. Pins over their slew limit in the final report were tallied at 0.

The maximum ir drop on the vdd rail is 1.60 mV. The tools report the sequential cell area in the final layout as 0.00249 mm^2. The average cell area after synthesis was 10.9 um^2; the worst-case headroom to the max-slew limit was 75.2%.

The maximum fanout encountered on the critical timing path came out at 2. The checks that failed: negative setup slack. The horizontal die dimension is 105 um, and the number of buffers created by CTS is 17.

Data on the critical path is required at its endpoint by 0.88 ns. Post-route period utilization is reported as 104%. Traced cell by cell, the critical path runs through buf_2. The mapped netlist covers 0.00421 mm^2.

The run gives 66.6% for the post-synthesis to final-layout area growth. For this sky-water flow run, the detailed-routed wirelength per cell is reported as 14.0 um. The number of antenna violations at the first check in global routing was 0; the number of buffers and inverters on the critical path was 1. Per the detail_route report, vias per standard cell equal 4.54.
[what timing repair did]
item,in CTS,in global routing
setup buffers,7,4
setup endpoints to repair,117,117
resized,478,2
[placed cells by master, fill, tap and decap left out]
master	n
clkdlybuf4s50_1	122
o22ai_1	1
clkbuf_1	1
buf_4	18
clkbuf_16	16
clkbuf_8	4
clkinv_2	5
dfxtp_2	117
nor2b_1	1
nand3b_1	4
a221oi_1	1
nand2_1	6
buf_2	114
clkinvlp_4	1
buf_6	4
nor2_1	115
clkinv_4	2
mux2i_1	112
bufinv_16	1
buf_12	10
a21oi_1	4
[cell usage after synthesis]
library cell,instances
o22ai_1,1
clkbuf_1,9
buf_2,4
nand3b_1,4
mux2i_1,112
buf_8,8
a21oi_1,4
a221oi_1,1
buf_4,5
nand2_1,6
dfxtp_1,117
nor2b_1,1
buf_6,1
nor2_1,115
[path summary, 6_finish.rpt]
| path | start | end | slack, ns | cells past startpoint |
|---|---|---|---|---|
| worst max-delay path | M_RestartPC[13]$_SDFFE_PP0N_ | M_RestartPC[13] | -0.04 | 1 |
| worst min-delay path | reset | M_ReadData2[23]$_SDFFE_PP0N_ | 0.09 | 2 |
| worst max register to register | M_ReadData2[4]$_SDFFE_PP0N_ | M_ReadData2[4]$_SDFFE_PP0N_ | 0.26 | 4 |
| worst min register to register | M_M_CanErr$_SDFFE_PP0N_ | M_M_CanErr$_SDFFE_PP0N_ | 0.46 | 2 |
[per-stage QoR]
stage / TNS (ns) / worst slack (ns) / hold slack (ns) / power [mW] / instance area (um^2)
2_1_floorplan: 0 / 0.125 / 0.364 / 5.18 / 4210
3_3_place_gp: -0.535 / -0.256 / 0.447 / 6.21 / 6820
3_5_place_dp: -0.568 / -0.292 / 0.452 / 6.23 / 6820
4_1_cts: -6.60 / -0.0722 / 0.0697 / 11.0 / 6970
5_1_grt: -8.95 / -0.0997 / 0.0735 / 11.4 / 7020
6_report: -3.33 / -0.0434 / 0.0857 / 10.9 / 7020
[per-layer routing]
metal  up-vias  track usage [%]  wire (um)
li1       1811                -          -
met1      1631             29.1       4690
met2       158             33.5       5230
met3        11             7.24       1090
met4         0             3.02        152
met5         -                0          0
[cell type report]
cell class / count / share of cell area (%)
Clock inverter: 9 / 1.14
Timing Repair Buffer: 268 / 31.0
Multi-Input combinational cell: 244 / 23.5
Clock buffer: 21 / 6.54
Tap cell: 136 / 2.43
Sequential cell: 117 / 35.5
[kinds of logic (layout without fill, tap and decap cells)]
family                 after synthesis  count (layout)  share of synthesized area (%)
buffers and inverters               27             298                           5.29
muxes                              112             112                           26.6
AOI/OAI and AO/OA                    6               6                          0.832
DFF                                117             117                           55.6
and+or+nand+nor                    126             126                           11.6
[flip-flops by register name (all words and copies together) (netlist names)]
| signal | flops |
|---|---|
| M_ALU_Result | 32 |
| M_ReadData2 | 32 |
| M_RestartPC | 32 |
| M_RtRd | 5 |
| M_IsBDS | 1 |
| M_KernelMode | 1 |
| M_LLSC | 1 |
| M_Left | 1 |
| M_M_CanErr | 1 |
| M_MemByte | 1 |
| M_MemHalf | 1 |
| M_MemRead | 1 |
| M_MemSignExtend | 1 |
| M_MemWrite | 1 |
| M_MemtoReg | 1 |
| M_RegWrite | 1 |
| M_ReverseEndian | 1 |
| M_Right | 1 |
| M_Trap | 1 |
| M_TrapCond | 1 |
[where the power goes]
part	switching, mW	internal [mW]	total [mW]
combinational	0.454	0.893	1.35
sequential	0.110	4.54	4.65
clock	1.78	3.13	4.91
total	2.35	8.56	10.9
Power and IR drop assume default switching activity.
