**design/flow/config.mk**
```make
export PLATFORM = sky130hd
export DESIGN_NAME = RegisterFile
export DESIGN_NICKNAME = RegisterFile
export VERILOG_FILES = /design/flow/design.v
export SDC_FILE = /design/flow/constraint.sdc
export NUM_CORES = 4
export LEC_CHECK = 1
export CORE_UTILIZATION = 30
```
**design/flow/constraint.sdc**
```tcl
current_design RegisterFile

set clk_period 24.7
set clk_io_pct 0.2

create_clock -name clk0 -period $clk_period [get_ports {clock}]

set non_clock_inputs [all_inputs -no_clocks]
set_input_delay [expr $clk_period * $clk_io_pct] -clock clk0 $non_clock_inputs
set_output_delay [expr $clk_period * $clk_io_pct] -clock clk0 [all_outputs]
```
**design/flow/run.sh**
```bash
#!/bin/bash
# OpenROAD 26Q1-2900-gdf79404cd8, Yosys 0.63+post, stock flow scripts
make -C /OpenROAD-flow-scripts/flow DESIGN_CONFIG=/design/flow/config.mk WORK_HOME=/design/flow/orfs finish
```
**design/flow/design.v**
```verilog
`timescale 1ns / 1ps
module RegisterFile(
    input  clock,
    input  reset,
    input  [4:0]  ReadReg1, ReadReg2, WriteReg,
    input  [31:0] WriteData,
    input  RegWrite,
    output [31:0] ReadData1, ReadData2
    );
    reg [31:0] registers [1:31];
    always_ff @(posedge clock) begin
        if (reset) begin
            for (int i=1; i<32; i=i+1) begin
                registers[i] <= 0;
            end
        end
        else begin
            if (WriteReg != 0)
                registers[WriteReg] <= (RegWrite) ? WriteData : registers[WriteReg];
        end
    end
    assign ReadData1 = (ReadReg1 == 0) ? 32'h00000000 : registers[ReadReg1];
    assign ReadData2 = (ReadReg2 == 0) ? 32'h00000000 : registers[ReadReg2];
endmodule
```
==> flow_metrics.tcl <==
# flow metrics
set metrics [dict create \
    largest_reg_flops 1024 \
    async_set_or_reset_flop_fraction_in_the_synthesized_netlist 0 \
    required_time_of_the_critical_path_ns 19.76 \
    cts-hold-fix-buffers 0 \
    synth-seq-area-share 0.567 \
    dp_hpwl_microns 109000 \
    layout_top_registers "registers (1024)" \
    grt_overflow_total 0 \
    cts_buffer_depth 3 \
    num-fill-cells 16800 \
    report.final.hold_viol_count 0 \
    critPathCaptureType "primary output" \
    critPathMaxFanout 68 \
    h-tree-depth 3 \
    headroom_to_the_max_slew_limit 0.189 \
    period_used_share 0.600 \
    boundaryPins 114 \
    postLayoutSetupSlackWorst_ns 9.89 \
    clock.fmax_ghz 0.0675 \
    finish.utilization 0.344 \
    largest_register "registers" \
    synth-seq-cells 1024 \
    finalPower_mw 4.17 \
    synth-warning-count 1 \
    layoutNonFillerInstCount 5986 \
    via_count 32400 \
    cts_root_buf "sky130_fd_sc_hd__clkbuf_16" \
    post_route_cells_drive_above_1_share 0.251 \
    critPathKind "input pin to primary output" \
    report.final.slew_viol_count 0 \
    setup-violations-final 0 \
    postCtsSetupRepairBufs 0 \
    drv.max_cap_violation_count 0 \
    post_synth_num_cell_types 43 \
    setup_repair_after_global_routing_missed_its_margin "false" \
    tritoncts.num_buffers 108 \
    vias_per_cell 5.42 \
    power.ir.vdd_worst_v 0.0000512 \
    design.core.area_sq_um 179000 \
    cts.clk_slew.worst_paths_ns 0.06 \
    power_density_nw_per_um2 67.7 \
    cts_repair_resize_count 0 \
    drc 0 \
    die_w_microns 427 \
    placement.cell_area_sq_um 58200 \
    grt_start_max_net_pins 69 \
    preCtsSetupSlack_ns 9.77 \
    floorplanUtilization 0.303 \
    place_congestion 0.908 \
    syn2layout_area_growth_pct 13.6 \
    warnings 26 \
    run_status "complete, no violations" \
    antenna_violating_nets_post_route 0 \
    worstPathArrival_ns 9.87 \
    groute.usage.overall 0.218 \
    first_iter_violations 2078 \
    final_layout_top_logic_cells "sky130_fd_sc_hd__edfxtp_1 (1024), sky130_fd_sc_hd__and2_1 (994), sky130_fd_sc_hd__mux4_2 (472), sky130_fd_sc_hd__buf_4 (173), sky130_fd_sc_hd__mux2i_1 (150)" \
    first_global_vias 35200 \
    layout.cell_area.non_filler_sq_um 61600 \
    num_rows 155 \
    final_routed_wirelength_across_all_metal_layers_microns 185000 \
    cts_tree "done" \
    wl_per_cell_microns 31.0 \
    cp-start-kind "input pin" \
    timing.final.crit_period_ns 14.81 \
    placed_cells_incl_taps 5788 \
    ys_cells 3500 \
    drt-pass1-iter-count 5 \
    hold_slack_ns 5.05 \
    avgSynthCellArea_sq_um 15.5 \
    tritoncts_num_sinks 1024 \
    yosysChipArea_sq_um 54200 \
    fp.dieArea_sq_um 182000 \
    edf_count 1024 \
    dieHeight_microns 427 \
    syn_inst 3500 \
    wire_length_of_the_first_global_routing_pass_microns 261000 \
    path_type_of_the_worst_min_delay_path "input pin to flop" \
    synth-main-ff-cell "sky130_fd_sc_hd__edfxtp_1" \
    synthesis.area_sq_um 54200 \
    worst-slew-pin-transition_ns 1.20 \
    io_buffer_count 113 \
    number_of_antenna_violations_at_the_first_check_in_global_routing 17 \
    setup_total_negative_slack_ns 0 \
    lay_top_count "sky130_fd_sc_hd__edfxtp_1" \
    leakagePower_nw 20.7 \
]
## worst max-delay path, cell delays in order
cell and delay [ns]:
sky130_fd_sc_hd__buf_8 0.38, sky130_fd_sc_hd__buf_12 0.49, sky130_fd_sc_hd__buf_4 0.72, sky130_fd_sc_hd__buf_4 0.68
sky130_fd_sc_hd__mux4_2 0.58, sky130_fd_sc_hd__a22o_1 0.25, sky130_fd_sc_hd__a2111oi_1 0.89, sky130_fd_sc_hd__buf_4 0.24
sky130_fd_sc_hd__nor3_1 0.08, sky130_fd_sc_hd__clkdlybuf4s50_1 0.45
## kinds of logic after synthesis
logic type | count (synthesis) | share of synthesized area
other cells | 1 | 0.0000692
mux | 652 | 0.230
buf+inv | 386 | 0.0331
simple gates | 1178 | 0.133
flops | 1024 | 0.567
compound gates | 259 | 0.0365
## area by class of cell
class,instances,area (sq um),area share
Tap cell,2355,2950,0.0478
Inverter,2,7.51,0.000122
Clock buffer,124,2780,0.0452
Clock inverter,66,602,0.00977
Multi-Input combinational cell,2121,22100,0.358
Timing Repair Buffer,287,2450,0.0397
Sequential cell,1024,30700,0.499
Antenna cell,7,17.5,0.000284
## routing by layer
metal / vias up / track usage / wire length (microns)
li1: 13700 / - / -
met1: 16000 / 0.238 / 59000
met2: 2327 / 0.332 / 87700
met4: 8 / 0.0792 / 8800
met5: - / 0.00450 / 60
met3: 399 / 0.156 / 29800
## path summary, 6_finish.rpt
| check | from | to | slack (ns) | depth (start not counted) |
|---|---|---|---|---|
| max | ReadReg2[0] | ReadData2[15] | 9.89 | 10 |
| min | WriteData[11] | registers[0][11] | 5.05 | 2 |
## synthesized netlist by cell type, types with 2 or more instances
cell                        instances  area, sq um
sky130_fd_sc_hd__edfxtp_1        1024        30700
sky130_fd_sc_hd__a221oi_1           4         35.0
sky130_fd_sc_hd__nor4_1             6         37.5
sky130_fd_sc_hd__a22oi_1           16          120
sky130_fd_sc_hd__and2_1           995         6220
sky130_fd_sc_hd__nor3_1            54          270
sky130_fd_sc_hd__or2_1              2         12.5
sky130_fd_sc_hd__a221o_1            2         20.0
sky130_fd_sc_hd__clkbuf_1         263          987
sky130_fd_sc_hd__mux4_2           472        10600
sky130_fd_sc_hd__a32o_1             4         40.0
sky130_fd_sc_hd__o21ai_1            4         20.0
sky130_fd_sc_hd__a2111oi_0         14          123
sky130_fd_sc_hd__inv_1              2         7.51
sky130_fd_sc_hd__or3b_2             4         35.0
sky130_fd_sc_hd__buf_4             37          278
sky130_fd_sc_hd__nor4b_1            2         17.5
sky130_fd_sc_hd__nand2b_1           6         37.5
sky130_fd_sc_hd__mux2i_1          150         1500
sky130_fd_sc_hd__or3_1              2         12.5
sky130_fd_sc_hd__a2111oi_1         41          410
sky130_fd_sc_hd__buf_2             52          260
sky130_fd_sc_hd__mux2_2            30          338
sky130_fd_sc_hd__nand3b_1           5         37.5
sky130_fd_sc_hd__nand2_1            8         30.0
sky130_fd_sc_hd__or2_2             31          194
sky130_fd_sc_hd__buf_1             13         48.8
sky130_fd_sc_hd__buf_6             19          214
sky130_fd_sc_hd__o22ai_1          103          644
sky130_fd_sc_hd__nor2_1            36          135
sky130_fd_sc_hd__a22o_1            51          447
sky130_fd_sc_hd__nand3_1            5         25.0
sky130_fd_sc_hd__nor2b_1           14         87.6
sky130_fd_sc_hd__a21oi_1           12         60.1
sky130_fd_sc_hd__and3_1             3         18.8
sky130_fd_sc_hd__a211oi_1           7         52.6
## power by group
| group | switching, mW | leakage [nW] | internal, mW |
|---|---|---|---|
| Sequential | 0.0478 | 9.75 | 2.01 |
| Combinational | 0.283 | 9.26 | 0.228 |
| Clock | 0.691 | 1.66 | 0.914 |
No activity file was given, so power comes from the tool's default toggle rates.
